`run.sh`:
```
#!/bin/bash
# OpenROAD 26Q1-2900-gdf79404cd8, Yosys 0.63+post, stock flow scripts
make -C /OpenROAD-flow-scripts/flow DESIGN_CONFIG=/design/flow/config.mk WORK_HOME=/design/flow/orfs finish
```
`config.mk`:
```
export PLATFORM = sky130hd
export DESIGN_NAME = uart6551BaudLUT
export DESIGN_NICKNAME = uart6551BaudLUT
export VERILOG_FILES = /design/flow/design.v
export SDC_FILE = /design/flow/constraint.sdc
export NUM_CORES = 4
export LEC_CHECK = 1
export CORE_AREA = 10 10 70 70
export DIE_AREA = 0 0 80 80
```
`constraint.sdc`:
```
current_design uart6551BaudLUT

set clk_period 1.6
set clk_io_pct 0.2

create_clock -name clk0 -period $clk_period

set non_clock_inputs [all_inputs -no_clocks]
set_input_delay [expr $clk_period * $clk_io_pct] -clock clk0 $non_clock_inputs
set_output_delay [expr $clk_period * $clk_io_pct] -clock clk0 [all_outputs]
```
`design.v`:
```
module uart6551BaudLUT(a, o);
parameter pClkFreq = 100;
parameter pCounterBits = 24;
input [4:0] a;
output reg [pCounterBits-1:0] o;
always_comb
case(pClkFreq)
20:
	case (a)	// synopsys full_case parallel_case
	5'd0:	o <= 0;
	5'd1:	o <= 24'd25000;	 
	5'd2:	o <= 24'd16667;	 
	5'd3:	o <= 24'd11372;	 
	5'd4:	o <= 24'd9270;	 
	5'd5:	o <= 24'd8333;	 
	5'd6:	o <= 24'd4167;	 
	5'd7:	o <= 24'd2083;	 
	5'd8:	o <= 24'd1042;	 
	5'd9:	o <= 24'd694;	 
	5'd10:	o <= 24'd521;	 
	5'd11:	o <= 24'd347;	 
	5'd12:	o <= 24'd260;	 
	5'd13:	o <= 24'd174;	 
	5'd14:	o <= 24'd130;	 
	5'd15:	o <= 24'd65;	 
	5'd16:	o <= 24'd33;	 
	5'd17:	o <= 24'd22;	 
	5'd18:	o <= 24'd11;	 
	5'd19:	o <= 24'd5;	 
	5'd20:	o <= 24'd3;	 
	5'd21:	o <= 24'd1;	 
	default:	o <= 24'd130;	 
	endcase
33:
	case (a)	// synopsys full_case parallel_case
	5'd0:	o <= 0;
	5'd1:	o <= 24'd41667;	 
	5'd2:	o <= 24'd27778;	 
	5'd3:	o <= 24'd18953;	 
	5'd4:	o <= 24'd15480;	 
	5'd5:	o <= 24'd13889;	 
	5'd6:	o <= 24'd6944;	 
	5'd7:	o <= 24'd3472;	 
	5'd8:	o <= 24'd1736;	 
	5'd9:	o <= 24'd1157;	 
	5'd10:	o <= 24'd868;	 
	5'd11:	o <= 24'd579;	 
	5'd12:	o <= 24'd434;	 
	5'd13:	o <= 24'd289;	 
	5'd14:	o <= 24'd217;	 
	5'd15:	o <= 24'd109;	 
	5'd16:	o <= 24'd54;	 
	5'd17:	o <= 24'd36;	 
	5'd18:	o <= 24'd18;	 
	5'd19:	o <= 24'd9;	 
	5'd20:	o <= 24'd5;	 
	5'd21:	o <= 24'd2;	 
	default:	o <= 24'd217;	 
	endcase
40:
	case (a)	// synopsys full_case parallel_case
	5'd0:	o <= 0;
	5'd1:	o <= 24'd50000;	 
	5'd2:	o <= 24'd33333;	 
	5'd3:	o <= 24'd22744;	 
	5'd4:	o <= 24'd18576;	 
	5'd5:	o <= 24'd16667;	 
	5'd6:	o <= 24'd8333;	 
	5'd7:	o <= 24'd4167;	 
	5'd8:	o <= 24'd2083;	 
	5'd9:	o <= 24'd1389;	 
	5'd10:	o <= 24'd1042;	 
	5'd11:	o <= 24'd694;	 
	5'd12:	o <= 24'd521;	 
	5'd13:	o <= 24'd347;	 
	5'd14:	o <= 24'd260;	 
	5'd15:	o <= 24'd130;	 
	5'd16:	o <= 24'd65;	 
	5'd17:	o <= 24'd43;	 
	5'd18:	o <= 24'd22;	 
	5'd19:	o <= 24'd11;	 
	5'd20:	o <= 24'd5;	 
	5'd21:	o <= 24'd3;	 
	default:	o <= 24'd260;	 
	endcase
50:
	case (a)	// synopsys full_case parallel_case
	5'd0:	o <= 0;
	5'd1:	o <= 24'd62500;	 
	5'd2:	o <= 24'd41667;	 
	5'd3:	o <= 24'd28617;	 
	5'd4:	o <= 24'd23220;	 
	5'd5:	o <= 24'd20833;	 
	5'd6:	o <= 24'd10417;	 
	5'd7:	o <= 24'd5208;	 
	5'd8:	o <= 24'd2604;	 
	5'd9:	o <= 24'd1736;	 
	5'd10:	o <= 24'd1302;	 
	5'd11:	o <= 24'd868;	 
	5'd12:	o <= 24'd651;	 
	5'd13:	o <= 24'd434;	 
	5'd14:	o <= 24'd326;	 
	5'd15:	o <= 24'd163;	 
	5'd16:	o <= 24'd81;	 
	5'd17:	o <= 24'd54;	 
	5'd18:	o <= 24'd27;	 
	5'd19:	o <= 24'd14;	 
	5'd20:	o <= 24'd7;	 
	5'd21:	o <= 24'd3;	 
	default:	o <= 24'd326;	 
	endcase
80:
	case (a)	// synopsys full_case parallel_case
	5'd0:	o <= 0;
	5'd1:	o <= 24'd100000;	 
	5'd2:	o <= 24'd66667;	 
	5'd3:	o <= 24'd45488;	 
	5'd4:	o <= 24'd37153;	 
	5'd5:	o <= 24'd33333;	 
	5'd6:	o <= 24'd16667;	 
	5'd7:	o <= 24'd8333;	 
	5'd8:	o <= 24'd4167;	 
	5'd9:	o <= 24'd2778;	 
	5'd10:	o <= 24'd2083;	 
	5'd11:	o <= 24'd1389;	 
	5'd12:	o <= 24'd1042;	 
	5'd13:	o <= 24'd694;	 
	5'd14:	o <= 24'd521;	 
	5'd15:	o <= 24'd260;	 
	5'd16:	o <= 24'd130;	 
	5'd17:	o <= 24'd87;	 
	5'd18:	o <= 24'd43;	 
	5'd19:	o <= 24'd22;	 
	5'd20:	o <= 24'd11;	 
	5'd21:	o <= 24'd5;	 
	default:	o <= 24'd521;	 
	endcase
100:
	case (a)	// synopsys full_case parallel_case
	5'd0:	o <= 0;
	5'd1:	o <= 24'd125000;	 
	5'd2:	o <= 24'd83333;	 
	5'd3:	o <= 24'd56860;	 
	5'd4:	o <= 24'd46441;	 
	5'd5:	o <= 24'd41667;	 
	5'd6:	o <= 24'd20833;	 
	5'd7:	o <= 24'd10417;	 
	5'd8:	o <= 24'd5208;	 
	5'd9:	o <= 24'd3472;	 
	5'd10:	o <= 24'd2604;	 
	5'd11:	o <= 24'd1736;	 
	5'd12:	o <= 24'd1302;	 
	5'd13:	o <= 24'd868;	 
	5'd14:	o <= 24'd651;	 
	5'd15:	o <= 24'd326;	 
	5'd16:	o <= 24'd163;	 
	5'd17:	o <= 24'd109;	 
	5'd18:	o <= 24'd54;	 
	5'd19:	o <= 24'd27;	 
	5'd20:	o <= 24'd14;	 
	5'd21:	o <= 24'd7;	 
	default:	o <= 24'd651;	 
	endcase
default:
	case (a)	// synopsys full_case parallel_case
	5'd0:	o <= 0;
	5'd1:	o <= (pClkFreq*1e6)/(16*50);	 
	5'd2:	o <= (pClkFreq*1e6)/(16*75);	 
	5'd3:	o <= (pClkFreq*1e6)/(16*109.92);	 
	5'd4:	o <= (pClkFreq*1e6)/(16*134.58);	 
	5'd5:	o <= (pClkFreq*1e6)/(16*150);	 
	5'd6:	o <= (pClkFreq*1e6)/(16*300);	 
	5'd7:	o <= (pClkFreq*1e6)/(16*600);	 
	5'd8:	o <= (pClkFreq*1e6)/(16*1200);	 
	5'd9:	o <= (pClkFreq*1e6)/(16*1800);	 
	5'd10:	o <= (pClkFreq*1e6)/(16*2400);	 
	5'd11:	o <= (pClkFreq*1e6)/(16*3600);	 
	5'd12:	o <= (pClkFreq*1e6)/(16*4800);	 
	5'd13:	o <= (pClkFreq*1e6)/(16*7200);	 
	5'd14:	o <= (pClkFreq*1e6)/(16*9600);	 
	5'd15:	o <= (pClkFreq*1e6)/(16*19200);	 
	5'd16:	o <= (pClkFreq*1e6)/(16*38400);	 
	5'd17:	o <= (pClkFreq*1e6)/(16*57600);	 
	5'd18:	o <= (pClkFreq*1e6)/(16*115200);	 
	5'd19:	o <= (pClkFreq*1e6)/(16*230400);	 
	5'd20:	o <= (pClkFreq*1e6)/(16*406800);	 
	5'd21:	o <= (pClkFreq*1e6)/(16*921600);	 
	default:	o <= (pClkFreq*1e6)/(16*9600);	 
	endcase
endcase
endmodule
```
==> results.tsv <==
stage	metric	value	unit
cells_and_area	Gate Area	871	um^2
global_route	met2 Use GR	0.145	
sta	Hold Fails Final Rpt	0	
global_route	remaining global-route overflow	0	
placed_design	routability cong.	0.898	
global_route	first-pass GRT wire length	4.97	mm
floorplan	DIE WIDTH	80	um
routing	WL per Instance	16.3	um
cells_and_area	share of layout cells above drive strength 1	0.705	
synth	Mapped Cells	103	
outcome	failing checks	setup timing	
synth	ys cells	103	
flow_run	Tool Warnings	41	
critical_path	CP required	1.28	ns
sta	worst setup margin	-0.204	ns
routing	DRC errors left	0	
sta	Fmax	554	MHz
critical_path	CP max stage delay	0.37	ns
synth	synthesis area per yosys	764	um^2
critical_path	WS Path Type	in -> out	
min_path	Hold Startpoint	a[2]	
global_route	largest net degree at the start of global routing	13	
placed_design	worst slack, placed	-0.990	ns
min_path	Hold Crit Class	in -> out	
floorplan	Rows	21	
critical_path	crit end category	primary output	
power_and_ir_drop	maximum VDD drop	150	uV
critical_path	crit-path max FO	5	
global_route	met1 usage	0.131	
critical_path	startpoint types	input port	
synth	Yosys cell types	45	
critical_path	critical path arrival	1.48	ns
synth	Ys Warns	3	
floorplan	Core Area	3420	um^2
floorplan	FP Util	0.224	
routing	length of the first detailed-routing pass in iterations	4	
cells_and_area	Storage cell area	0	um^2
critical_path	worst path cell trace	buf_8 -> inv_8 -> buf_6 -> ha_4 -> nor2_4 -> a211oi_1 -> or3_1 -> buf_2	
placed_design	I/O Buffers	22	
global_route	antenna violations before repair	0	
synth	cell area after synthesis	764	um^2
power_and_ir_drop	Cell Pwr Density	273	nW/um^2
synth	syn avg cell area	7.42	um^2
critical_path	Slowest-stage cell, CP	or3_1	
sta	Pins Over Slew Limit	0	
floorplan	Die Y-Extent	80	um
sta	Finish-stage setup viols	9	
global_route	GRT busiest layer	met2	
routing	drt via density	4.82	
critical_path	Crit. Startpoint	a[0]	
floorplan	DIE AREA	6400	um^2
min_path	Min-Delay Endpoint	o[3]	
flow_run	MaxCap Viol Count	0	
synth	top area contributor share	0.131	
cells_and_area	Seq cells	0	
synth	Synth area leaders	ha_1 13%, buf_4 8.8%, a21oi_1 5.2%	
sta	unrepaired setup endpoints after global routing	yes	
floorplan	io pins	29	
placed_design	Final HPWL DP	1.91	mm
cells_and_area	Fillers	287	
cells_and_area	clkbuf count	0	
min_path	WHS Path Cells	3	
routing	ANT cells	0	
global_route	vias in the first global route	980	
routing	drt first-iter violations	62	
outcome	status	finished, violations left	
routing	DRT Wirelength	3.46	mm
power_and_ir_drop	P_leak	0.000760	uW
clock_tree	hold buffers post-CTS	0	
routing	Vias	1022	
global_route	Total Routing Usage GR	0.0908	
sta	minimum clock period	1.80	ns
global_route	met3 Use GR	0.0148	
sta	setup TNS	-0.821	ns
cells_and_area	area delta synth->final	114	%
routing	ANT nets after route	0	
synth	sequential area share after synthesis	0	
synth	Synth area leader	ha_1	
sta	Tcrit/Tclk final	1.13	
-- worst max-delay path by stage --
stage	endpoint	slack [ns]	depth (start not counted)
after CTS	o[2]	-0.16	8
final	o[2]	-0.20	8
after global routing	o[2]	-0.24	8
-- through the flow --
| stage | instance area, um^2 | power, uW | instances | utilization | hold WS, ns |
|---|---|---|---|---|---|
| 6_report | 1640 | 448 | 212 | 0.479 | 1.01 |
| 3_3_place_gp | 1170 | 307 | 189 | 0.342 | 1.83 |
| 5_1_grt | 1640 | 478 | 212 | 0.479 | 1.03 |
| 4_1_cts | 1480 | 380 | 206 | 0.434 | 0.982 |
| 2_1_floorplan | 802 | 166 | 109 | - | 0.785 |
| 3_5_place_dp | 1170 | 307 | 189 | 0.342 | 1.82 |
-- kinds of logic (layout without fill, tap and decap cells) --
group | count (synthesis) | after routing | synth area share
compound gates | 33 | 33 | 0.309
xor+xnor | 1 | 1 | 0.0115
fa+ha+maj | 9 | 9 | 0.146
buf+inv | 22 | 79 | 0.227
mux | 5 | 5 | 0.0736
other cells | 1 | 7 | 0.00491
simple gates | 32 | 32 | 0.228
-- cells in the final DEF, fill, tap and decap left out, types with 2 or more instances in the layout --
cell,netlist,final
buf_12,1,2
clkbuf_2,0,4
nor2_4,0,2
a21oi_1,8,4
a21o_1,3,3
nand2_1,8,6
o22a_1,2,2
nor2_1,5,4
o21ai_1,0,2
buf_6,2,24
a211oi_1,3,2
mux2i_1,3,3
inv_2,2,2
buf_8,2,4
a2bb2oi_2,1,2
ha_4,0,6
and3_4,0,2
buf_2,3,12
buf_4,9,26
mux2_4,1,2
nand2b_4,0,5
a21oi_2,0,4
conb_1,1,7
-- routing by layer --
metal,up-vias,wire length (um)
met3,4,124
met1,496,1650
met2,32,1650
li1,490,-
met4,0,34
met5,-,0
-- worst max-delay path: cells and delay by family --
family / cells / cell delay [ns]
AOI/OAI and AO/OA: 1 / 0.06
adders and majority gates: 1 / 0.22
buffers and inverters: 4 / 0.39
and+or+nand+nor: 2 / 0.48
-- area by class of cell --
class                      count  share of cell area
inverter                       5              0.0268
tap                           46              0.0352
multi-input combinational     87               0.532
timing repair buffer          74               0.406
-- where the power goes --
group	internal, uW	switching [uW]
logic	255	193
clock network	0	0
registers	0	0
-- what timing repair did --
action / 4_1_cts / 5_1_grt
buffers inserted: 19 / 8
setup endpoints to repair: 17 / 17
pin swaps: 23 / 27
resized: 123 / 44
-- synth_stat cells (2+ instances only) --
master	number
buf_2	3
mux2i_1	3
o22a_1	2
and3_1	3
buf_8	2
inv_1	3
nor2_1	5
buf_4	9
nand2b_1	5
a211oi_1	3
a21oi_1	8
a21o_1	3
inv_2	2
ha_1	8
nor3b_1	2
nand2_1	8
o21ai_0	4
nor3_1	2
buf_6	2
Power and IR drop assume default switching activity.
