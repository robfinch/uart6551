--- design/flow/design.v ---
module vtdl(clk, ce, a, d, q);
parameter WID = 8;
parameter DEP = 16;
localparam AMSB = $clog2(DEP)-1;
input clk;
input ce;
input [AMSB:0] a;
input [WID-1:0] d;
output [WID-1:0] q;
reg [WID-1:0] m [DEP-1:0];
integer n;
always @(posedge clk)
	if (ce) begin
		for (n = 1; n < DEP; n = n + 1)
			m[n] <= m[n-1];
		m[0] <= d;
	end
assign q = m[a];
endmodule
--- design/flow/run.sh ---
#!/bin/bash
# OpenROAD 26Q1-2900-gdf79404cd8, Yosys 0.63+post, stock flow scripts
make -C /OpenROAD-flow-scripts/flow DESIGN_CONFIG=/design/flow/config.mk WORK_HOME=/design/flow/orfs finish
--- design/flow/config.mk ---
export PLATFORM = sky130hd
export DESIGN_NAME = vtdl
export DESIGN_NICKNAME = vtdl
export VERILOG_FILES = /design/flow/design.v
export SDC_FILE = /design/flow/constraint.sdc
export NUM_CORES = 4
export LEC_CHECK = 1
export CORE_UTILIZATION = 50
--- design/flow/constraint.sdc ---
current_design vtdl

set clk_period 2.5
set clk_io_pct 0.2

create_clock -name clk0 -period $clk_period [get_ports {clk}]

set non_clock_inputs [all_inputs -no_clocks]
set_input_delay [expr $clk_period * $clk_io_pct] -clock clk0 $non_clock_inputs
set_output_delay [expr $clk_period * $clk_io_pct] -clock clk0 [all_outputs]
==> flow_summary.json <==
{
  "timing.hold.ws_ns": 0.4386,
  "ys.flops": 128,
  "dpl.hpwl_mm": 6.963,
  "dieArea_sq_mm": 0.01051,
  "reg2reg_from": "m[9][3]",
  "cp_max_fo": 11,
  "leakage_uw": 0.002534,
  "drive_above_1_share_pct": 39.53,
  "grt_pass1_wl_mm": 18.31,
  "comb_area_sq_mm": 0.001296,
  "fp.coreArea_sq_mm": 0.009774,
  "worst_clock_skew_ns": 0.009525,
  "fill_cells": 625,
  "wl_per_cell_microns": 20.43,
  "cellPowerDensity_mw_per_mm2": 800.5,
  "status": "finished with violations",
  "clk_pin_slew_ns": 0.06,
  "yosys_warnings": 2,
  "synthesis.area_sq_mm": 0.005052,
  "grt_max_degree": 49,
  "syn_to_final_growth_pct": 36.28,
  "placed_area_sq_mm": 0.005816,
  "start_kind": "primary input",
  "postLayoutCellArea_sq_mm": 0.006885,
  "dieWidth_microns": 102.5,
  "grt_use_met1_pct": 46.92,
  "cts_made_buffers": 17,
  "io_pins": 22,
  "end_kind": "output port",
  "edf_count": 128,
  "utilization_pct": 70.44,
  "antenna_found_initial": 0,
  "wl_mm": 11.40,
  "synthArstFlopShare_pct": 0,
  "reg_top3": "m x128",
  "cts_buffer_depth": 2,
  "hold_path.class": "in -> reg",
  "worst_slew_margin_rel_pct": 73.50,
  "rows": 36,
  "remaining_drc_errors": 0,
  "setup_viol": 2,
  "area_leaders": "edfxtp_1, mux2i_1, a22oi_1, a21oi_1, a32oi_1",
  "arrival_ns": 2.11,
  "num_antenna_cells": 0,
  "violations": "negative setup slack",
  "drt-initial-drc-count": 140,
  "largest_reg_flops": 128,
  "finalHoldViolCount": 0,
  "viasPerCell": 5.907,
  "slew_viol_final": 0,
  "synth_cells": 304,
  "criticalPathCategory": "in -> out",
  "avgSynthCellArea_sq_um": 16.62,
  "overflow": 0,
  "drtAntennaViolNets": 0,
  "hold_path.startpoint": "ce",
  "finalClockPeriodUsage_pct": 104.4,
  "tightest_slew_ns": 0.3975,
  "ctsHtreeMaxLevel": 4,
  "drtPass1Iterations": 4,
  "grt_usage_pct": 26.32,
  "routabilityCongestion": 0.9072,
  "use_met2_pct": 32.72,
  "grt_pass1_vias": 3438,
  "cts_tree": "yes",
  "grt_busiest_layer": "met1",
  "fp_util_pct": 51.69,
  "cts_hold_buf": 0,
  "max_freq_mhz": 383.1,
  "largest_register": "m",
  "clk_latency_ns": 0.52,
  "ys_chip_area_sq_mm": 0.005052,
  "synth-main-ff-cell": "edfxtp_1",
  "layout_min_cycle_time_ns": 2.610,
  "warnings": 27,
  "cp-startpoint": "a[1]",
  "synthDominantCellAreaShare_pct": 76.08,
  "top_area_cell": "edfxtp_1",
  "top_cells_by_count": "edfxtp_1, a21oi_1, nor2_1, a22oi_1, mux2i_1",
  "top_cell": "edfxtp_1",
  "die_y_microns": 102.5,
  "rsz0062_at_grt": "yes",
  "cts.sinks": 128,
  "port_buffers": 21,
  "ir_worst_vdd_mv": 0.6566,
  "synth_seq_share_pct": 76.08,
  "ys_cells": 304,
  "use_met3_pct": 14.82,
  "cap_violations": 0,
  "worstPathRequired_ns": 2.00,
  "yosys.cell_types.count": 37,
  "setup_slack_ns": -0.1100,
  "vias": 3296,
  "ctsRootBufferMaster": "clkbuf_8",
  "flop_area_sq_mm": 0.003844
}
[worst paths after layout]
kind | to | slack [ns] | depth (start not counted)
min reg2reg | m[9][5] | 0.44 | 0
max | q[0] | -0.11 | 9
max reg2reg | m[10][3] | 1.58 | 2
min | m[4][0] | 0.44 | 1
[power by group]
| group | leakage [uW] | internal (uW) | switching (uW) |
|---|---|---|---|
| clock network | 0.000280 | 1600 | 869 |
| logic | 0.00100 | 243 | 217 |
| registers | 0.00125 | 2510 | 69.7 |
[layer usage]
| metal | vias to the layer above | part of all wire, % |
|---|---|---|
| li1 | 1477 | - |
| met1 | 1633 | 43 |
| met2 | 171 | 43 |
| met3 | 15 | 12 |
| met4 | 0 | 1.3 |
| met5 | - | 0 |
[metrics by stage]
step                cells  TNS [ns]  total power [uW]  setup WS (ns)
finish                558   -0.1228              5512        -0.1100
global route          558   -0.3421              5689        -0.2024
CTS                   553   -0.2518              5515       -0.09379
detailed placement    499    -5.360              2995        -0.7182
global placement      499    -5.255              2993        -0.7085
floorplan             304         0              2751         0.4127
[cells by family after synthesis]
kind of cell | Yosys count | synth area share, %
DFF | 128 | 76.08
muxes | 19 | 4.037
AOI/OAI and AO/OA | 83 | 11.99
and+or+nand+nor | 54 | 5.448
buffers and inverters | 20 | 2.452
[placed cells by master, fill, tap and decap left out, types with 5 or more instances in the layout]
cell type and instances:
edfxtp_1 128, buf_4 69, clkbuf_16 16, a21oi_1 12
buf_6 12, nor2_1 11, mux2i_1 10, clkdlybuf4s50_1 9
a31oi_1 8, a32oi_1 8, nand2_1 7, a22oi_2 7
nand3_1 7, buf_12 6, mux2_2 5, a22oi_1 5
o221ai_1 5
[what timing repair did]
action,4_1_cts,5_1_grt
gates cloned,2,0
buffers inserted,20,5
resized,78,23
pin swaps,24,22
setup endpoints to repair,8,8
[worst max-delay path, cell delays in order]
cell	delay, ns
buf_2	0.15
buf_12	0.16
buf_4	0.16
nand2b_4	0.07
buf_6	0.12
o22ai_1	0.06
a311o_1	0.32
o22a_1	0.18
clkdlybuf4s50_1	0.39
[cell type report]
class	count	share of cell area, %
Sequential cell	128	55.82
Multi-Input combinational cell	156	18.83
Timing Repair Buffer	107	14.25
Clock buffer	19	6.124
Clock inverter	13	2.453
Tap cell	133	2.417
Inverter	2	0.1090
Power figures rest on the tool's default switching activity, not on a simulated workload.
