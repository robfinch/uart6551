===== run.sh =====
#!/bin/bash
# OpenROAD 26Q1-2900-gdf79404cd8, Yosys 0.63+post, stock flow scripts
make -C /OpenROAD-flow-scripts/flow DESIGN_CONFIG=/design/flow/config.mk WORK_HOME=/design/flow/orfs finish

===== config.mk =====
export PLATFORM = sky130hd
export DESIGN_NAME = uart6551Tx
export DESIGN_NICKNAME = uart6551Tx
export VERILOG_FILES = /design/flow/design.v
export SDC_FILE = /design/flow/constraint.sdc
export NUM_CORES = 4
export LEC_CHECK = 1
export CORE_UTILIZATION = 30

===== constraint.sdc =====
current_design uart6551Tx

set clk_period 3.4
set clk_io_pct 0.2

create_clock -name clk0 -period $clk_period [get_ports {clk}]

set non_clock_inputs [all_inputs -no_clocks]
set_input_delay [expr $clk_period * $clk_io_pct] -clock clk0 $non_clock_inputs
set_output_delay [expr $clk_period * $clk_io_pct] -clock clk0 [all_outputs]

===== design.v =====
module edge_det(rst, clk, ce, i, pe, ne, ee);
input rst;		 
input clk;		 
input ce;		 
input i;		 
output pe;		 
output ne;		 
output ee;		 
reg ed = 1'b0;
always @(posedge clk)
	if (rst)
		ed <= 1'b0;
	else if (ce)
		ed <= i;
assign pe = ~ed & i;	 
assign ne = ed & ~i;	 
assign ee = ed ^ i;		 
endmodule
module uart6551Tx(rst, clk, cyc, cs, wr, din, ack,
	fifoEnable, fifoClear, txBreak,
	frameSize, wordLength, parityCtrl, baud16x_ce,
	cts, clear, txd, full, empty, qcnt);
input rst;
input clk;
input cyc;			 
input cs;			 
input wr;			 
input [7:0] din;		 
output ack;
input fifoEnable;
input fifoClear;
input txBreak;
input [7:0] frameSize;
input [3:0] wordLength;
input [2:0] parityCtrl;
input baud16x_ce;	 
input cts;			 
input clear;		 
output reg txd;		 
output full;		 
output empty;		 
output [3:0] qcnt;	 
reg [7:0] t1;
reg [11:0] t2;
reg [11:0] tx_data;	 
typedef enum logic {
	IDLE = 1'b0,
	XMIT
} state_t;
state_t state;		 
reg [7:0] cnt;		 
reg rd;
reg p1, p2;			 
wire awr;
assign ack = cyc & cs;
edge_det ued1 (.rst(rst), .clk(clk), .ce(1'b1), .i(ack & wr), .pe(awr), .ne(), .ee());
reg [7:0] fdo2;
reg empty;
assign qcnt = 'd0;
always_ff @(posedge clk)
	if (awr) fdo2 <= {3'd0,din};
always_ff @(posedge clk)
if (rst)
	empty <= 1;
else begin
	if (awr) empty <= 0;
	else if (rd) empty <= 1;
end
assign full = ~empty;
wire [7:0] fdo = fdo2;
integer n;
reg [7:0] mask;
always_comb
	for (n = 0; n < 8; n = n + 1)
		mask[n] = n < wordLength ? 1'b1 : 1'b0;
always_comb
if (txBreak)
	t1 <= 0;
else
	t1 <= fdo & mask;
always_comb
begin
	case (parityCtrl)
	3'b001:	p1 <= ~^t1; 
	3'b011:	p1 <= ^t1;	 
	3'b101: p1 <= 1;	 
	3'b111:	p1 <= 0;	 
	default: p1 <= 1;	 
	endcase
end
always_comb
case(wordLength)
4'd5:	t2 <= {5'b11111,p1,t1[4:0],1'b0};
4'd6:	t2 <= {4'b1111,p1,t1[5:0],1'b0};
4'd7:	t2 <= {3'b111,p1,t1[6:0],1'b0};
default:	t2 <= {2'b11,p1,t1[7:0],1'b0};
endcase
always_ff @(posedge clk)
if (rst)
	state <= IDLE;
else begin
	if (clear)
		state <= IDLE;
	if (baud16x_ce) begin
		case(state)
		IDLE:
			if (((!empty && cts)||txBreak) && cnt==frameSize)
				state <= XMIT;
		XMIT:
			if (cnt==frameSize-1)
				state <= IDLE;
		endcase
	end
end
always_ff @(posedge clk)
if (rst)
	cnt <= 8'h00;
else begin
	if (clear)
		cnt <= 8'h00;
	if (baud16x_ce) begin
		if (cnt==frameSize)
			cnt <= 8'h0;
		else
			cnt <= cnt + 8'd1;
	end
end
always_ff @(posedge clk)
if (rst)
	rd <= 0;
else begin
	rd <= 0;
	if (clear)
		rd <= 0;
	if (baud16x_ce)
		case(state)
		IDLE:
			if (((!empty && cts)||txBreak) && cnt==frameSize)
				rd <= 1;
		default:	;
		endcase
end
always_ff @(posedge clk)
if (rst)
	tx_data <= 12'hFFF;
else begin
	if (baud16x_ce) begin
		case(state)
		IDLE:
			if (((!empty && cts)||txBreak) && cnt==frameSize)
				tx_data <= t2;
		XMIT:
			if (cnt[3:0]==4'hF)
				tx_data <= {1'b1,tx_data[11:1]};
		endcase
	end
end
always_ff @(posedge clk)
if (rst)
	txd <= 1'b1;
else
	txd <= tx_data[0];
endmodule

==> results_slide.txt <==
Implementation Results

Setup path
  • Buf+Inv Stages, Crit Path: 1
  • CP Capture Type: register
  • Crit path required time: 3.56 ns
  • Critical Path Start Type: primary input
  • Slowest stage delay, CP: 0.65 ns
  • Crit-path slowest cell: clkdlybuf4s50_1
  • Critical path fanouts, max: 10
  • Worst path top cell family by delay: buffers and inverters
  • Crit path kind: primary input to register
  • Reg2Reg Setup Slack: 1.04 ns
  • CP arrival: 3.13 ns
  • Worst path cell trace: clkdlybuf4s50_1, a21oi_1, nor3b_1, xnor2_1, xnor2_2, mux2i_1, mux2_4, a2111oi_2, o31ai_1

Floorplan
  • Io pins: 42
  • Core ar.: 6100 sq um
  • Die area: 6800 sq um
  • Die Wd: 82.5 um
  • # rows: 28
  • Die H: 82.5 um
  • Fp_density: 31.9%

Global route
  • Met3 usage in global routing: 2.23%
  • Met2 Use GR: 20.3%
  • Global route total overflow: 0
  • Largest net degree at the start of global routing: 25
  • First-pass GRT wire length: 6510 um
  • Initial antenna violation count: 0
  • Total global-route track usage: 12.4%
  • Met1 Track Usage GR: 17.8%
  • Vias in the first global route: 1507
  • Top Usage Layer GRT: met2

Place
  • DP Wirelength: 2860 um
  • Placed cells: 326
  • GPL Wtd Cong: 0.871
  • Port Buffers: 35
  • Post-Place Setup Slack: 0.153 ns

Pwr
  • Tot Pwr: 0.787 mW
  • PD cells: 327 nW/um^2
  • VDD IR max: 0.000160 V
  • Static Leak: 0.915 nW

Clocking
  • CTS Hold Bufs: 0
  • Clk sinks: 31
  • H-tree levels: 2
  • CTS Buf Count: 5
  • Clk root buf: clkbuf_8
  • CTS tree: built
  • Clk pin slew, worst setup/hold paths: 0.06 ns
  • Cts repair resizes: 0
  • Setup bufs post-CTS: 0
  • CTS max path bufs: 2
  • Clk latency of the worst-skew pair: 0.28 ns

Synth
  • Distinct cells, synth: 51
  • EDFF count, synth: 8
  • Post-Synthesis Cells: 226
  • #FFs+latches synth: 31
  • Seq share, synth: 36.1%
  • Area leader share: 23.7%
  • Largest area contributor in the netlist: dfxtp_1
  • Synth top cells by count: 23 x dfxtp_1, 23 x nor2_1, 21 x a21oi_1
  • # Cells Yosys: 226
  • Post-Syn Area: 1940 sq um
  • Biggest area cells: dfxtp_1 24%, edfxtp_1 12%, xor2_1 5.9%
  • Mean Syn Cell Area: 8.59 sq um
  • Synthesis area per yosys: 1940 sq um
  • Ys async rst share: 0%
  • Warnings, synthesis: 2
  • Dominant flop cell: dfxtp_1

Min path
  • Worst hold path class: register to register

STA
  • Final-report max-slew violation count: 0
  • Worst hold margin: 0.446 ns
  • Post-route setup TNS: 0 ns
  • Final Cycle Share: 87.5%
  • Final period demand of the worst path: 2.98 ns
  • Setup WS post-layout: 0.424 ns
  • Slew headroom: 54.9%
  • Layout Skew: 0.00482 ns
  • Tightest Pin Transition: 0.674 ns
  • Final setup viols: 0
  • Peak Freq: 336 MHz
  • RSZ-0062 raised after global routing: false
  • Hold Fails Final Rpt: 0

Job
  • Tool warnings: 27
  • Maxcap violations: 0

Detailed routing
  • Remaining DRCs: 0
  • Number of iterations in the first detailed-routing pass: 4
  • Vias/cell: 4.88
  • Wirelength per Cell: 11.3 um
  • Ant. Diodes: 0
  • DR iter-0 viols: 63
  • Final WL: 3760 um
  • Post-DRT Antenna Nets: 0
  • Total number of vias: 1629

Outcome
  • Status: finished clean

Final layout
  • Share of cells above drive strength 1: 7.72%
  • Non-filler cells, final: 334
  • Area Overhead vs Synth: 23.8%
## per-stage QoR
stage	area [sq um]	utilization [%]
global placement	2320	38.1
detailed placement	2320	38.1
floorplan	1950	-
global route	2400	39.4
finish	2400	39.4
CTS	2400	39.4
## area by class of cell
cell class | instances | area [sq um]
Clock buffer | 6 | 72.6
Clock inverter | 2 | 12.5
Fill cell | 650 | 3690
Inverter | 7 | 26.3
Multi-Input combinational cell | 174 | 1120
Sequential cell | 31 | 701
Tap cell | 75 | 93.8
Timing Repair Buffer | 39 | 380
## per-layer routing
metal | wire length [um] | vias to the layer above
li1 | - | 870
met4 | 44 | 0
met3 | 145 | 7
met1 | 1930 | 718
met2 | 1640 | 34
met5 | 0 | -
## power by group
| group | internal [mW] | switching, mW |
|---|---|---|
| Clock | 0.143 | 0.127 |
| Sequential | 0.384 | 0.00441 |
| Combinational | 0.0707 | 0.0574 |
## registers in the layout, summed over array words and instances, names as in the netlist
register,cells
tx_data,10
cnt,8
fdo2,8
empty,1
rd,1
state,1
txd,1
ued1.ed,1
## cell families (layout without fill, tap and decap cells)
family	Yosys count	after routing	synth area share [%]
flops	31	31	36.1
compound gates	59	59	19.2
fa+ha+maj	2	2	1.29
other cells	1	4	0.193
mux	6	6	3.41
xor+xnor	18	18	8.51
buf+inv	24	54	6.89
simple gates	85	85	24.4
## layout by cell type, fill, tap and decap left out, drive strengths merged, types with 3 or more instances in the layout
cell type      netlist  final
clkdlybuf4s50        0     35
nor2                23     23
dfxtp               23     23
a21oi               21     21
xor2                13     13
o21ai               13     13
nand2               10     10
edfxtp               8      8
inv                  7      7
and3                 6      6
nand3                6      6
nor2b                6      6
nand2b               6      6
clkbuf               6      6
nor3b                5      5
o21bai               5      5
xnor2                5      5
nand3b               4      4
a211oi               4      4
mux2i                4      4
conb                 1      4
buf                 11      4
o22ai                4      4
or3                  3      3
nor3                 3      3
nor4b                3      3
a2111oi              3      3
## worst paths after layout
path / startpoint / to / cells past startpoint
setup / recovery: wordLength[1] / tx_data[7] / 9
hold / removal: tx_data[0] / txd / 1
setup reg to reg: fdo2[2] / tx_data[7] / 8
hold reg to reg: tx_data[0] / txd / 1
Power figures rest on the tool's default switching activity, not on a simulated workload.
